==> design/flow/run.sh <==
#!/bin/bash
# OpenROAD 26Q1-2900-gdf79404cd8, Yosys 0.63+post, stock flow scripts
make -C /OpenROAD-flow-scripts/flow DESIGN_CONFIG=/design/flow/config.mk WORK_HOME=/design/flow/orfs finish
==> design/flow/config.mk <==
export PLATFORM = sky130hd
export DESIGN_NAME = BlockChecker
export DESIGN_NICKNAME = BlockChecker
export VERILOG_FILES = /design/flow/design.v
export SDC_FILE = /design/flow/constraint.sdc
export NUM_CORES = 4
export LEC_CHECK = 1
export CORE_UTILIZATION = 50
==> design/flow/constraint.sdc <==
current_design BlockChecker

set clk_period 8.5
set clk_io_pct 0.2

create_clock -name clk0 -period $clk_period [get_ports {clk}]

set non_clock_inputs [all_inputs -no_clocks]
set_input_delay [expr $clk_period * $clk_io_pct] -clock clk0 $non_clock_inputs
set_output_delay [expr $clk_period * $clk_io_pct] -clock clk0 [all_outputs]
==> design/flow/design.v <==
module BlockChecker (
                     input       clk,
                     input       reset,
                     input [7:0] in,
                     output      result
                     );
   reg [31:0]                    cur1;
   reg [4:0]                     cur;
   function [7:0] tolower;
      input [7:0]                c;
      begin
         tolower = (c >= "A" && c <= "Z") ? (c - "A" + "a") : c;
      end
   endfunction
   initial begin
      cur1 <= 0;
      cur <= 4'b0000;
   end
   always @(posedge clk, posedge reset) begin
      if (reset) begin
         cur1 <= 0;
         cur <= 4'b0000;
      end else begin
         case (cur)
           4'b0000: begin
              if (tolower(in) == "b") cur <= 4'b0001;
              else if (tolower(in) == "e") cur <= 4'b0110;
              else if (tolower(in) >= "a" && tolower(in) <= "z") cur <= 4'b1010;
              else cur <= 4'b0000;
           end
           4'b0001: begin
              if (tolower(in) == "e") cur <= 4'b0010;
              else if (tolower(in) >= "a" && tolower(in) <= "z") cur <= 4'b1010;
              else cur <= 4'b0000;
           end
           4'b0010: begin
              if (tolower(in) == "g") cur <= 4'b0011;
              else if (tolower(in) >= "a" && tolower(in) <= "z") cur <= 4'b1010;
              else cur <= 4'b0000;
           end
           4'b0011: begin
              if (tolower(in) == "i") cur <= 4'b0100;
              else if (tolower(in) >= "a" && tolower(in) <= "z") cur <= 4'b1010;
              else cur <= 4'b0000;
           end
           4'b0100: begin
              if (tolower(in) == "n") begin
                 cur <= 4'b0101;
                 cur1 <= cur1 + 1;
              end
              else if (tolower(in) >= "a" && tolower(in) <= "z") cur <= 4'b1010;
              else cur <= 4'b0000;
           end
           4'b0101: begin
              if (tolower(in) >= "a" && tolower(in) <= "z") begin
                 cur <= 4'b1010;
                 cur1 <= cur1 - 1;
              end else begin
                 cur <= 4'b0000;
              end
           end
           4'b0110: begin
              if (tolower(in) == "n") cur <= 4'b0111;
              else if (tolower(in) >= "a" && tolower(in) <= "z") cur <= 4'b1010;
              else cur <= 4'b0000;
           end
           4'b0111: begin
              if (tolower(in) == "d") begin
                 cur1 <= cur1 - 1;
                 cur <= 4'b1000;
              end
              else if (tolower(in) >= "a" && tolower(in) <= "z") cur <= 4'b1010;
              else cur <= 4'b0000;
           end
           4'b1000: begin
              if (tolower(in) >= "a" && tolower(in) <= "z") begin
                 cur <= 4'b1010;
                 cur1 <= cur1 + 1;
              end else
                if (cur1[31]) cur <= 4'b1001;
                else cur <= 4'b0000;
           end
           4'b1001: begin
           end
           4'b1010: begin
              if (tolower(in) >= "a" && tolower(in) <= "z") cur <= 4'b1010;
              else cur <= 4'b0000;
           end
         endcase
      end
   end
   assign result = (cur1 == 0);
endmodule
==> flow_summary.json <==
{
  "outcome": "finished clean",
  "netlist_area_sq_um": 3650,
  "postCtsHoldBufs": 0,
  "remaining_drc_errors": 0,
  "numSynthFlops": 36,
  "power.share.combinational_pct": 51.3,
  "post_cts_buffers": 0,
  "required_ps": 8680,
  "powerDensity_nw_per_um2": 233,
  "first_pass_iters": 5,
  "hp-start": "cur1[27]$_DFFE_PP0P_",
  "num_antenna_cells": 0,
  "top_area_cell": "dfrtp_1",
  "synth_top_area_share_pct": 24.7,
  "clock_sinks": 36,
  "worstPathArrival_ps": 4540,
  "clkPwrFrac_pct": 13.3,
  "crit_top_cell": "o21ai_0",
  "grt_max_degree": 60,
  "core_area_sq_um": 6910,
  "drive_above_1_share_pct": 3.88,
  "die_x_um": 87.4,
  "hold_depth": 2,
  "path_cells": "nor2b_1, nand2_1, inv_1, buf_4, ha_1, a21oi_1, o21ai_0, o21ai_0, nor3b_1, a211oi_1, or4_1, a31o_2",
  "slew_violations": 0,
  "switching_share_pct": 45.6,
  "rsz0062_at_grt": "false",
  "fp_util_pct": 52.8,
  "min_to": "cur1[27]$_DFFE_PP0P_",
  "synthFlopType": "dfrtp_1",
  "power_frac_seq_pct": 35.5,
  "r2r-end": "cur1[30]$_DFFE_PP0P_",
  "clockBufferDepth": 2,
  "min_path_type": "flip-flop to flip-flop",
  "io_pins": 11,
  "utilization_pct": 56.0,
  "cts-htree-levels": 2,
  "vdd_drop_max_uv": 122,
  "finalClockSkew_ps": 4.76,
  "start_kind": "flip-flop",
  "mostFrequentLayoutCell": "nand2_1",
  "maxSlewHeadroom_pct": 56.1,
  "finalCritPeriodShare_pct": 51.4,
  "hold_viol": 0,
  "fp.dieH_um": 87.4,
  "grt_pass1_wl_mm": 14.6,
  "ff2ff_setup_slack_ps": 4130,
  "ys_warn_count": 1,
  "postSynthAreaPerCell_sq_um": 7.83,
  "setup_viol": 0,
  "via_count": 3408,
  "antenna_found_initial": 0,
  "vias_per_cell": 6.09,
  "synth_cells": 466,
  "grt_pass1_vias": 3093,
  "synth-async-reset-ratio_pct": 100,
  "warning_count": 27,
  "io_buffers": 10,
  "crit_slowest_cell": "inv_1",
  "fmax_mhz": 229,
  "cts_resized": 0,
  "antenna_left": 0,
  "dieArea_sq_um": 7640,
  "endpoint_kind": "flip-flop",
  "topCellsByArea": "dfrtp_1 (25%), ha_1 (11%), nand2_1 (6.0%)",
  "area_growth_pct": 6.03,
  "grt-ovfl-total": 0,
  "cts_made_buffers": 5,
  "grt_use_total_pct": 24.5,
  "dpl.hpwl_mm": 6.30,
  "leakagePower_nw": 1.70,
  "rows": 30,
  "synth_stat.cells": 466,
  "cts_tree": "built",
  "wire_per_inst_um": 15.1,
  "worst_r2r_path_depth": 12,
  "most-common-layout-cells": "nand2_1 (58), o21ai_0 (37), dfrtp_1 (36)",
  "tns_ps": 0,
  "yosysChipArea_sq_um": 3650,
  "clk_latency_ps": 290,
  "cp_max_fo": 18,
  "cp_slowest_stage_delay_ps": 550,
  "p_int_uw": 490,
  "clk_pin_slew_ps": 70,
  "routed_wl_mm": 8.46,
  "synth.distinct_cells": 62,
  "ys_seq_share_pct": 24.7,
  "place.gp.congestion": 0.878,
  "min_period_ps": 4370,
  "cts_root_buf": "clkbuf_8",
  "drt-initial-drc-count": 147,
  "switching_power_uw": 411,
  "maxCapViolCount": 0,
  "criticalPathCategory": "flip-flop to flip-flop",
  "max_slew.worst_pin.slew_ps": 658,
  "timing.rr.start": "cur[2]$_DFFE_PP0P_",
  "edf_count": 0
}
## cells in the mapped netlist (all sizes together), types with 5 or more instances
cell	number
nor2	26
ha	31
nand2	58
inv	23
or3	5
nand3	7
a21o	14
xor2	5
buf	7
o21bai	5
nor3	7
and3	6
nand4	13
a31oi	8
a211oi	6
o211ai	8
o21a	10
o21ai	37
dfrtp	36
nor4	14
clkbuf	15
o31ai	10
xnor2	7
nand2b	5
a21oi	34
## worst max-delay path: cells and delay by family, from the launching register on
kind            cells  cell delay [ps]
flops               1              530
simple gates        4             1410
compound gates      5             1000
buf+inv             2              930
fa+ha+maj           1              370
## power by group through the flow
stage	Sequential [mW]	Combinational (mW)	Clock (mW)
after CTS	0.319	0.459	0.125
final	0.319	0.462	0.119
after global routing	0.332	0.524	0.130
## layout make-up
type	count	area, sq um
tap	96	120
timing repair buffer	13	123
clock inverter	1	5.00
multi-input combinational	385	2560
sequential	36	901
inverter	23	86.3
clock buffer	6	72.6
fill	682	3040
## worst max-delay path by stage
stage                   from              endpoint  slack, ps  cells after the start
6_report  cur[2]$_DFFE_PP0P_  cur1[30]$_DFFE_PP0P_       4130                     12
5_1_grt   cur[2]$_DFFE_PP0P_  cur1[25]$_DFFE_PP0P_       3840                     11
4_1_cts   cur[2]$_DFFE_PP0P_  cur1[30]$_DFFE_PP0P_       4170                     12
## per-layer routing
layer | share of wire [%] | track usage (%) | vias up | routed length, um
li1 | - | - | 1786 | -
met1 | 54 | 40.4 | 1565 | 4560
met2 | 42 | 36.2 | 51 | 3520
met3 | 3.5 | 2.12 | 6 | 297
met4 | 1.0 | 4.02 | 0 | 87
met5 | 0 | 0 | - | 0
## flip-flops by register name (all words and copies together), names as in the netlist
register and count:
cur 4, cur1 32
## cells by family after synthesis
group / synth area share, %
AND-OR/OR-AND: 33.4
XOR/XNOR: 2.88
adder cells (fa/ha/maj): 11.2
buffers and inverters: 5.11
flip-flops: 24.7
AND/OR/NAND/NOR: 22.7
## per-stage QoR
step | setup slack, ps | hold WS, ps | instances | power (mW) | area [sq um]
after floorplan | 4850 | 477 | 466 | 0.668 | 3650
after global placement | 3950 | 503 | 553 | 0.773 | 3790
after detailed placement | 3900 | 511 | 553 | 0.779 | 3790
after CTS | 4170 | 527 | 560 | 0.902 | 3870
after global routing | 3840 | 549 | 560 | 0.986 | 3870
final | 4130 | 521 | 560 | 0.901 | 3870
Power is estimated from default activity; no workload was simulated.

==> flow/design.v <==
`timescale 1ns / 1ps
module TC(
    input clk,
    input reset,
    input [31:2] Addr,
    input WE,
    input [31:0] Din,
    input [31:0] pc,
    output [31:0] Dout,
    output IRQ
    );
	reg [1:0] state;
	reg [31:0] mem [2:0];
	reg _IRQ;
	assign IRQ = mem[0][3] & _IRQ;
	assign Dout = mem[Addr[3:2]];
	wire [31:0] load = Addr[3:2] == 0 ? {28'h0, Din[3:0]} : Din;
	integer i;
	always @(posedge clk) begin
		if(reset) begin
			state <= 0;
			for(i = 0; i < 3; i = i+1) mem[i] <= 0;
			_IRQ <= 0;
		end
		else if(WE) begin
			mem[Addr[3:2]] <= load;
		end
		else begin  
			case(state)
				2'b00 : if(mem[0][0]) begin
					state <= 2'b01;
					_IRQ <= 1'b0;
				end
				2'b01 : begin
					mem[2] <= mem[1];
					state <= 2'b10;
				end
				2'b10  :
					if(mem[0][0]) begin
						if(mem[2] > 1) mem[2] <= mem[2]-1;
						else begin
							mem[2] <= 0;
							state <= 2'b11;
							_IRQ <= 1'b1;
						end
					end
					else state <= 2'b00;
				default : begin
					if(mem[0][2:1] == 2'b00) mem[0][0] <= 1'b0;
					else _IRQ <= 1'b0;
					state <= 2'b00;
				end
			endcase
		end
	end
endmodule
==> flow/run.sh <==
#!/bin/bash
# OpenROAD 26Q1-2900-gdf79404cd8, Yosys 0.63+post, stock flow scripts
make -C /OpenROAD-flow-scripts/flow DESIGN_CONFIG=/design/flow/config.mk WORK_HOME=/design/flow/orfs finish
==> flow/config.mk <==
export PLATFORM = sky130hd
export DESIGN_NAME = TC
export DESIGN_NICKNAME = TC
export VERILOG_FILES = /design/flow/design.v
export SDC_FILE = /design/flow/constraint.sdc
export NUM_CORES = 4
export LEC_CHECK = 1
export CORE_UTILIZATION = 40
==> flow/constraint.sdc <==
current_design TC

set clk_period 5.9
set clk_io_pct 0.2

create_clock -name clk0 -period $clk_period [get_ports {clk}]

set non_clock_inputs [all_inputs -no_clocks]
set_input_delay [expr $clk_period * $clk_io_pct] -clock clk0 $non_clock_inputs
set_output_delay [expr $clk_period * $clk_io_pct] -clock clk0 [all_outputs]
==> flow_summary.json <==
{
  "ff_type": "edfxtp_1",
  "syn_avg_cell_area_um2": 12.3,
  "seq_power_share_pct": 46.2,
  "area_delta_synth_final_pct": 24.9,
  "lay_top_cells": "128 x edfxtp_1, 81 x nor2_1, 67 x clkdlybuf4s50_1",
  "powerDensity_nw_per_um2": 287,
  "post_drt_wl_per_cell_um": 20.7,
  "status": "complete, no violations",
  "edf_count": 128,
  "fin_skew_ps": 14.5,
  "power_mw": 2.44,
  "worst_setup_path_end_kind": "output port",
  "gp_congestion": 0.836,
  "final-hold-violation-count": 0,
  "tool_warnings": 86,
  "numCtsBuffers": 17,
  "clkSlewWorstSetupHoldPaths_ps": 60,
  "synthDistinctLibCells": 54,
  "min-delay-start": "state[3]",
  "diodes": 0,
  "clock-sinks": 133,
  "grt_pass1_wl_um": 28800,
  "grt_max_degree": 34,
  "yosysWarnings": 1,
  "drc": 0,
  "cp_max_fo": 24,
  "antenna_found_initial": 0,
  "internal_power_mw": 1.89,
  "drive_above_1_share_pct": 15.6,
  "rsz0062_at_grt": "false",
  "critPathKind": "primary input to output port",
  "drt_first_pass_iters": 5,
  "cts_hold_buf": 0,
  "wl_um": 18200,
  "ys_seq_share_pct": 58.0,
  "finalMaxSlewViolations": 0,
  "power.leakage_nw": 3.13,
  "finalSetupViolCount": 0,
  "synthCells": 552,
  "arrival_ps": 3150,
  "die_width_um": 132,
  "insertion_delay_ps": 420,
  "finalClockPeriodUsage_pct": 73.4,
  "grt_busiest_layer": "met2",
  "via_per_inst": 5.64,
  "worstReg2RegStart": "mem[2][16]",
  "cts.path.max_buffers": 2,
  "swShare_pct": 22.5,
  "htree_levels": 4,
  "hp-class": "flop to flop",
  "met1_usage_pct": 32.8,
  "post_cts_buffers": 0,
  "power.share.combinational_pct": 10.8,
  "overflow": 0,
  "slew_headroom_pct": 45.2,
  "ys_chip_area_um2": 6800,
  "n_fill_cell": 1415,
  "grt_pass1_vias": 5199,
  "fin_util_pct": 51.2,
  "ys.flops": 133,
  "rows": 47,
  "drt_first_iter_violations": 272,
  "cts_root_buf": "clkbuf_16",
  "ant_nets": 0,
  "io_pins": 130,
  "dp_hpwl_um": 11300,
  "worst_pin_slew_ps": 810,
  "gr-usage-met2_pct": 35.5,
  "r2r_cells": 6,
  "max-cap-violations": 0,
  "reg2reg_to": "mem[2][27]",
  "cts.repair.resized": 0,
  "fmaxAchievable_ghz": 0.231,
  "core_area_um2": 16600,
  "vias": 4975,
  "pwr-share-clk_pct": 43.0,
  "netlist_area_um2": 6800,
  "grt_use_total_pct": 23.4,
  "fin_setup_tns_ps": 0,
  "crit_required_ps": 4720,
  "dieHeight_um": 132,
  "port_buffers": 69,
  "cts_tree": "built",
  "critPathLaunchType": "primary input",
  "hold_end": "state[3]",
  "grt_util_met3_pct": 12.1,
  "worstHoldPathCells": 2,
  "r2r_slack_ps": 3110,
  "period_needed_ps": 4330,
  "die_area_um2": 17500,
  "initCoreUtil_pct": 41.0,
  "ys_cells": 552,
  "final_layout_top_logic_cell": "edfxtp_1",
  "p_switching_uw": 549,
  "peakVddDrop_uv": 298,
  "timing.hold.ws_ps": 449,
  "synthArstFlopShare_pct": 0
}
==> critical path: stages <==
cell and delay (ps):
buf_2 390, buf_4 530, mux4_2 610, clkdlybuf4s50_1 420
==> logic make-up (layout without fill, tap and decap cells) <==
family          Yosys count  count (layout)  synth area share [%]
mux                      33              33                  10.8
compound gates           58              58                  6.02
xor+xnor                 27              27                  3.48
flops                   133             133                  58.0
simple gates            253             253                  18.7
fa+ha+maj                 2               2                 0.368
other cells               1              28                0.0552
buf+inv                  45             128                  2.61
==> cell usage after synthesis, drive strengths merged (3+ instances only) <==
library cell / instances / share of area (%)
a21oi: 20 / 1.5
a221oi: 9 / 1.2
a31oi: 4 / 0.59
and2: 14 / 1.3
and3: 12 / 1.1
buf: 6 / 0.46
clkbuf: 31 / 1.7
dfxtp: 5 / 1.5
edfxtp: 128 / 57
inv: 8 / 0.44
mux4: 32 / 11
nand2: 43 / 2.4
nand2b: 3 / 0.28
nand3: 30 / 2.2
nand4: 4 / 0.37
nor2: 82 / 4.6
nor3: 24 / 1.8
nor4: 18 / 2.2
o211ai: 3 / 0.33
o21ai: 6 / 0.44
or2: 6 / 0.55
or3: 6 / 0.55
or4: 6 / 0.66
xnor2: 8 / 1.0
xor2: 19 / 2.4
==> layer usage <==
| metal | routed length, um | up-vias |
|---|---|---|
| li1 | - | 2279 |
| met1 | 7150 | 2402 |
| met2 | 8810 | 274 |
| met3 | 2000 | 20 |
| met4 | 256 | 0 |
| met5 | 0 | - |
==> how the worst max path moves through the flow <==
stage | to | slack [ps] | from | cells after the start
after CTS | Dout[14] | 1510 | Addr[2] | 4
final | Dout[22] | 1570 | Addr[2] | 4
after global routing | Dout[26] | 1390 | Addr[2] | 4
==> power groups by stage <==
stage | Combinational, mW | Sequential, mW | Clock, mW
CTS | 0.267 | 1.13 | 1.06
global route | 0.289 | 1.13 | 1.10
finish | 0.264 | 1.13 | 1.05
==> final cells by class <==
cell class,count,area (um2),area share [%]
clock buffers,17,425,5.01
clock inverters,15,164,1.93
inverters,8,30.0,0.354
multi-input cells,401,2810,33.1
flip-flops and latches,133,3940,46.5
well taps,220,275,3.24
repair buffers,88,836,9.85
==> through the flow <==
| step | instance area, um2 | setup slack [ps] | instances |
|---|---|---|---|
| 2_1_floorplan | 6900 | 1090 | 579 |
| 3_3_place_gp | 7900 | 1510 | 850 |
| 3_5_place_dp | 7900 | 1510 | 850 |
| 4_1_cts | 8490 | 1510 | 882 |
| 5_1_grt | 8490 | 1390 | 882 |
| 6_report | 8490 | 1570 | 882 |
==> state kept, by name, summed over array words and instances (netlist names) <==
signal,flops
mem,128
state,4
_IRQ,1
No activity file was given, so power comes from the tool's default toggle rates.
